$ cat flow/config.mk
export PLATFORM = sky130hd
export DESIGN_NAME = pps_synch
export DESIGN_NICKNAME = pps_synch
export VERILOG_FILES = /design/flow/design.v
export SDC_FILE = /design/flow/constraint.sdc
export NUM_CORES = 4
export LEC_CHECK = 1
export CORE_UTILIZATION = 30
$ cat flow/constraint.sdc
current_design pps_synch

set clk_period 21.3
set clk_io_pct 0.2

create_clock -name clk0 -period $clk_period [get_ports {clk}]

set non_clock_inputs [all_inputs -no_clocks]
set_input_delay [expr $clk_period * $clk_io_pct] -clock clk0 $non_clock_inputs
set_output_delay [expr $clk_period * $clk_io_pct] -clock clk0 [all_outputs]
$ cat flow/design.v
module pps_synch(
	input		clk,
	input	[2:0]	pps,
	input	[2:0]	pps_sel,
	input		sysref,
	input	[31:0]	load_secs,
	input	[31:0]	load_ns,
	input	[7:0]	load_subns,
	input	[5:0]	ns_per_clk,
	input	[7:0]	subns_per_clk,
	input	[31:0]	delay_ns,
	input	[3:0]	mode,
	input	[2:0]	sanity_mode,
	input	[15:0]	lockout_ns,
	input	[31:0]	rollover_thresh_ns,
	input	[1:0]	capture_mode,
	output	[31:0]	captured_secs,
	output	[31:0]	captured_ns,
	output	[7:0]	captured_subns,
	output		captured,
	output	[31:0]	secs,
	output	[31:0]	ns,
	output	[7:0]	subns,
	output		running,
	output  [63:0]  timestamp_us,
	output          timestamp_valid
);
	reg	   started;
	reg [3:0]  mode_r;
	reg [1:0]  capture_mode_r;
	reg [2:0]  sanity_mode_r;
	reg [5:0]  ns_per_clk_r;
	reg [7:0]  subns_per_clk_r;
	reg [31:0] delay_ns_r;
	reg [31:0] rollover_thresh_ns_r;
	reg [15:0] lockout_ns_r;
	reg resync;
	assign running = started;
	reg [31:0] secs_r;
	reg [39:0] ns_r;
	reg [39:0] ns_r_pipe;
	reg [39:0] delay;
	assign secs = secs_r;
	assign ns = ns_r[39:8];
	assign subns = ns_r[7:0];
	reg captured_r;
	reg [31:0] captured_secs_r;
	reg [31:0] captured_ns_r;
	reg [7:0]  captured_subns_r;
	assign captured = captured_r;
	assign captured_secs = captured_secs_r;
	assign captured_ns = captured_ns_r;
	assign captured_subns = captured_subns_r;
	reg pps_internal;
	reg last_pps;
	reg last_pps_ext;
	reg sysref_internal;
	reg last_sysref;
	timestamptous tstous (clk, secs, ns, subns, started, timestamp_valid, timestamp_us);
	always @(posedge clk) begin
		mode_r <= mode;
		sanity_mode_r <= sanity_mode;
		ns_per_clk_r <= ns_per_clk;
		subns_per_clk_r <= subns_per_clk;
		capture_mode_r <= capture_mode;
		delay_ns_r <= delay_ns;
		rollover_thresh_ns_r <= rollover_thresh_ns;
		lockout_ns_r <= lockout_ns;
		sysref_internal <= sysref;
		last_pps <= pps_internal;
		last_sysref <= sysref_internal;
		last_pps_ext <= |(pps & pps_sel);
		if (pps_internal) pps_internal <= 0;
		if (last_pps_ext == 0 && (|(pps & pps_sel)) == 1) begin
			if (delay_ns_r != 0)
				delay <= delay + {26'b0, ns_per_clk_r, subns_per_clk_r};
			else pps_internal <= 1;
		end
		if (delay != 0) delay <= delay + {26'b0, ns_per_clk_r, subns_per_clk_r};
		if (delay[39:8] >= delay_ns_r && delay_ns_r != 0) begin
			pps_internal <= 1;
			delay <= 0;
		end
		if (captured_r == 0 && capture_mode_r == 1) begin
			if (pps_internal == 1 && last_pps == 0) begin
				captured_r <= 1;
				captured_secs_r <= secs_r;
				captured_ns_r <= ns_r[39:8];
				captured_subns_r <= ns_r[7:0];
			end
		end
		if (captured_r == 0 && capture_mode_r == 2) begin
			if (sysref_internal == 1 && last_sysref == 0) begin
				captured_r <= 1;
				captured_secs_r <= secs_r;
				captured_ns_r <= ns_r[39:8];
				captured_subns_r <= ns_r[7:0];
			end
		end
		if (captured_r == 1 && capture_mode_r == 0) captured_r <= 0;
		if (started == 1) begin
			ns_r <= ns_r + {26'b0, ns_per_clk_r, subns_per_clk_r};
			ns_r_pipe <= ns_r +
				{25'b0, ns_per_clk_r, subns_per_clk_r, 1'b0};
			if (mode_r == 1 || mode_r == 2 || mode_r == 5) begin
				if (ns_r_pipe >= 1000*1000*1000*256) begin
					ns_r <= 0;
					secs_r <= secs_r + 1;
					ns_r_pipe <= 0;
				end
			end
			else begin
				if (pps_internal == 1 && last_pps == 0) begin
					if (ns_r_pipe[39:8] < lockout_ns_r & sanity_mode_r[0]) begin
						resync <= sanity_mode_r[2];
					end
					else if (ns_r_pipe[39:8] >= rollover_thresh_ns_r & ~resync & sanity_mode_r[1]) begin
						ns_r <= 0;
						secs_r <= secs_r + 1;
						ns_r_pipe <= 0;
					end else begin
						resync <= 0;
						ns_r <= 0;
						secs_r <= secs_r + 1;
					end
				end
			end
		end
		if (started == 0) begin
			case (mode_r)
				1: begin
					started <= 1;
					secs_r <= load_secs;
					ns_r <= {load_ns, load_subns};
				end
				2,
			        3: begin
					started <= pps_internal;
					secs_r <= load_secs;
					ns_r <= {load_ns, load_subns};
				end
				4,
				5: begin
					started <= sysref_internal & ~last_sysref;
					secs_r <= load_secs;
					ns_r <= {load_ns, load_subns};
				end
			endcase
		end
		if (started == 1 && mode == 0) started <= 0;
	end
endmodule
module timestamptous(
    input       clk,
    input   [31:0]  secs,
    input   [31:0]  ns,
    input   [7:0]   subns,
    input           started,
    output          valid,
    output  [63:0]  us
);
    reg     [63:0]  us_oreg;
    reg     [63:0]  us_holdreg;
    reg     [63:0]  us_sumreg;
    reg     [5:0]   validdly;
    wire    [31:0]  div_manual;
    wire    [63:0]  ns_pad;
    wire    [63:0]  secs_pad;
    reg     [63:0]  ns_d0_l0;
    reg     [63:0]  ns_d0_l1;
    reg     [63:0]  ns_d0_l2;
    reg     [63:0]  ns_d0_l3;
    reg     [63:0]  ns_d0_l4;
    reg     [63:0]  ns_d1_l0;
    reg     [63:0]  ns_d1_l1;
    reg     [63:0]  ns_d1_l2;
    reg     [63:0]  ns_d2_l0;
    reg     [63:0]  ns_d2_l1;
    reg     [63:0]  ns_d3;
    reg     [63:0]  secs_d0_l0;
    reg     [63:0]  secs_d0_l1;
    reg     [63:0]  secs_d0_l2;
    reg     [63:0]  secs_d0_l3;
    reg     [63:0]  secs_d1_l0;
    reg     [63:0]  secs_d1_l1;
    reg     [63:0]  secs_d2;
    reg     [63:0]  secs_d3;
    assign us = us_oreg;
    assign valid = validdly[5];
    assign ns_pad = {ns, subns, 24'b0};
    assign secs_pad = {32'b0, secs};
    always @(posedge clk) begin
        us_oreg <= us_holdreg;
        us_sumreg <= secs_d3 + ns_d3;
        if (us_sumreg > us_holdreg) us_holdreg <= us_sumreg;
        ns_d0_l0 <= (ns_pad >> 10) + (ns_pad >> 16);
        ns_d0_l1 <= (ns_pad >> 17) + (ns_pad >> 21);
        ns_d0_l2 <= (ns_pad >> 24) + (ns_pad >> 27);
        ns_d0_l3 <= (ns_pad >> 28) + (ns_pad >> 30);
        ns_d0_l4 <= (ns_pad >> 31) + (ns_pad >> 32);
        ns_d1_l0 <= ns_d0_l1 + ns_d0_l4;
        ns_d1_l1 <= ns_d0_l2 + ns_d0_l3;
        ns_d1_l2 <= ns_d0_l0;
        ns_d2_l0 <= ns_d1_l2 + ns_d1_l0;
        ns_d2_l1 <= ns_d1_l1;
        ns_d3 <= (ns_d2_l0 + ns_d2_l1) >> 32;
        secs_d0_l0 <= (secs_pad << 19) + (secs_pad << 18);
        secs_d0_l1 <= (secs_pad << 17) + (secs_pad << 16);
        secs_d0_l2 <= (secs_pad << 14) + (secs_pad << 9);
        secs_d0_l3 <= (secs_pad << 6);
        secs_d1_l0 <= secs_d0_l0 + secs_d0_l2;
        secs_d1_l1 <= secs_d0_l1 + secs_d0_l3;
        secs_d2 <= secs_d1_l0 + secs_d1_l1;
        secs_d3 <= secs_d2;
        validdly[5] <= validdly[4];
        validdly[4] <= validdly[3];
        validdly[3] <= validdly[2];
        validdly[2] <= validdly[1];
        validdly[1] <= validdly[0];
        validdly[0] <= started;
    end
endmodule
$ cat flow/run.sh
#!/bin/bash
# OpenROAD 26Q1-2900-gdf79404cd8, Yosys 0.63+post, stock flow scripts
make -C /OpenROAD-flow-scripts/flow DESIGN_CONFIG=/design/flow/config.mk WORK_HOME=/design/flow/orfs finish
==> GITHUB_STEP_SUMMARY <==
## Implementation flow summary

| Metric | Value |
|---|---|
| Unrepaired setup endpoints after global routing | `no` |
| Post-synth area hogs | `dfxtp_1, ha_1, xnor2_1` |
| Max-area cell share | `38.2%` |
| Die Area | `203000 um^2` |
| Total grt overflow | `0` |
| Die height | `450 um` |
| FF+latch area | `25600 um^2` |
| Postcts setup bufs | `0` |
| Final TNS setup | `0 ns` |
| Layout Skew | `approximately 0.055 ns` |
| VDD IR max | `96.9 uV` |
| Yosys Chip Area | `around 60000 um^2` |
| Max stage delay on crit path | `0.81 ns` |
| Layout Area Growth over Synthesis | `20.9%` |
| Most used flip-flop cell after synthesis | `dfxtp_1` |
| Worst-path maximum fanout | `9` |
| I/O pins | `394` |
| Slowest cell on the critical path | `dfxtp_1` |
| Pwr/cell area | `192 nW/um^2` |
| Multiplexer share | `around 1.8%` |
| Number of cells in Yosys stat | `6219` |
| Largest net degree at the start of global routing | `~53` |
| Max clock buf depth | `3` |
| Switching power total | `5780 uW` |
| GRT Total Usage | `around 17%` |
| Fmax | `155 MHz` |
| Post-Route WL | `175 mm` |
| Largest logic family | `AND-OR/OR-AND gates` |
| Relative slew margins | `35.0%` |
| Cells after Synth | `between 6000 and 7000` |
| Die width | `450 um` |
| Setup Viol. Count Final | `0` |
| Max_cap viols | `0` |
| Flops out of synthesis | `1237` |
| Yosys warns | `2` |
| Clk latency late pin | `0.82 ns` |
| Aoi share | `17.1%` |
| Antenna violations before repair | `16` |
| Log Warnings | `30` |
| Crit path DAT | `2.21 ns` |
| Num CTS Buffers | `143` |
| Hold crit path type | `register to register` |
| WL per Instance | `18.4 um` |
| DRT iter0 DRCs | `~2800` |
| WP data required | `17.04 ns` |
| Sw Share | `41.3%` |
| Commonest Layout Cell | `dfxtp_1` |
| CP Depth | `1` |
| Number of global-route vias before repair | `44500` |
| Max-slew violations | `0` |
| Gp weighted congestion | `roughly 0.95` |
| Synth area leader | `dfxtp_1` |
| Cts repair resizes | `0` |
| CP endpoint kind | `primary output` |
| Number of enable flip-flop cells | `88` |
| Worst slew pin tran | `0.969 ns` |
| Root Driver | `clkbuf_16` |
| Layout cells sized above 1 | `slightly below 7%` |
| Mapped Area | `60300 um^2` |
| Run status | `finished clean` |
| DRT Pass-1 Iters | `5` |
| Xor/xnor share of the synthesized area | `between 8 and 9%` |
| CTS tree | `built` |
| Comb pwr share | `52.7%` |
| Crit path max-delay family | `flip-flops` |
| First-pass GRT wire length | `264 mm` |
| Hold Fails Final Rpt | `0` |
| Fillers | `19400` |
| Ys async rst share | `0%` |
| HPWL Detailed | `135 mm` |
| Final worst slack | `between 10 and 15 ns` |
| Synth Area in Simple Gates | `12.7%` |
| Reg clk slew, reported paths | `~0.060 ns` |
| CTS hold repair buffers | `0` |
| Pre-CTS setup slack | `roughly 15 ns` |
| DR DRC count | `0` |
| Fin crit period | `6.47 ns` |
| Crit path kind | `register to primary output` |
| Startpoint types | `register` |
| Adders+Majority by Area | `between 10% and 20%` |
| Clk pwr share | `between 10% and 20%` |
| Core region area | `200000 um^2` |
| Top Layout Cells | `dfxtp_1, ha_1, a21oi_1` |
| # H-tree levels | `4` |
| Drt via density | `approximately 4.9` |
| Fin crit share | `30.4%` |
| Starting density of the core | `a little under a third` |
| Clk sinks | `approximately 1200` |
| Flop pwr share | `28.9%` |
| Reg2Reg Depth | `13` |
| MI comb area | `33100 um^2` |
| Int Pwr | `8210 uW` |
| Row count | `164` |
| Count of cell types in the netlist | `87` |
| Mapped Avg Cell Area | `9.69 um^2` |
| Buffers and inverters on the worst path | `1` |
| Static Leak | `0.0317 uW` |
| Seq/Total Area, Yosys | `42.5%` |
| Hold path depth | `0` |
| Final ANT Viol Nets | `0` |
| Number of port buffers | `between 300 and 400` |
| Via count | `46200` |
| Worst path cell trace | `clkdlybuf4s50_1` |
## path summary, 6_finish.rpt
path	end	startpoint	slack, ns
worst max-delay path	secs[13]	secs_r[13]	14.83
worst min-delay path	tstous.secs_d3[11]	tstous.secs_d2[11]	0.28
worst max register to register	tstous.ns_d0_l1[45]	ns_r[5]	16.80
worst min register to register	tstous.secs_d3[11]	tstous.secs_d2[11]	0.28
## power groups by stage
stage / Clock, uW / Combinational (uW) / Sequential, uW
CTS: 2650 / 7390 / 4070
global route: 2740 / 8230 / 4150
finish: 2570 / 7380 / 4050
## sequential cells by signal (all words and copies together) (netlist names), 41 cells and up
name,cells
tstous.secs_d3,48
tstous.us_oreg,55
tstous.us_sumreg,55
tstous.ns_d1_l0,49
tstous.secs_d2,48
tstous.us_holdreg,55
tstous.ns_d2_l0,56
tstous.secs_d1_l1,45
tstous.ns_d0_l2,41
tstous.ns_d2_l1,42
tstous.ns_d0_l1,45
tstous.ns_d0_l0,43
tstous.ns_d1_l1,42
tstous.ns_d1_l2,47
## cells in the mapped netlist (all sizes together) (76+ instances only)
cell type / number
nand2: 386
a21oi: 509
o21a: 95
a21o: 250
ha: 671
dfxtp: 1149
nor3: 97
clkbuf: 88
o21ai: 317
edfxtp: 88
xnor2: 393
nand4: 98
inv: 323
xor2: 202
nand2b: 82
nor2b: 97
mux2: 76
and3: 84
nand3: 154
nor2: 381
## cell type report
class	instances	area share [%]
Clock inverter	66	1.29
Tap cell	2656	4.56
Sequential cell	1237	35.2
Timing Repair Buffer	472	6.18
Clock buffer	195	5.70
Inverter	323	1.66
Antenna cell	9	0.0309
Multi-Input combinational cell	4562	45.4
## metrics by stage
step,instances,hold WS [ns],utilization (%),total power [uW],instance area [um^2]
floorplan,6227,0.310,-,9180,60300
finish,9520,0.281,36.5,14000,72900
global placement,9249,0.311,33.9,11400,67800
detailed placement,9250,0.312,33.9,11400,67800
CTS,9511,0.283,36.5,14100,72900
global route,9518,0.282,36.5,15100,72900
## logic make-up after synthesis
kind of cell,count (synthesis)
buffers and inverters,428
AND/OR/NAND/NOR,1563
adder cells (fa/ha/maj),688
other,1
flip-flops,1237
AND-OR/OR-AND,1611
multiplexers,96
XOR/XNOR,595
## per-layer routing
layer	up-vias	global-route usage, %	share of wire, %
li1	23400	-	-
met1	21400	23.6	44
met2	1113	28.0	47
met3	305	2.71	4.7
met4	2	7.16	4.8
met5	-	0	0.0074
Power and IR drop assume default switching activity.
